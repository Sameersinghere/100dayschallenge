==> flow/design.v <==
module uart_rx (
    input clk,
    input reset,
    input rx,
    output reg [7:0] data_out,
    output reg data_valid
);
    parameter CLOCK_FREQ = 50_000_000;  
    parameter BAUD_RATE = 115200;       
    parameter BAUD_VALUE = CLOCK_FREQ / BAUD_RATE / 16;  
    reg [3:0] bit_count;
    reg [7:0] rx_shift_reg;
    reg [15:0] baud_count;
    reg rx_sample;
    reg rx_last;
    always @(posedge clk or posedge reset) begin
        if (reset) begin
            baud_count <= 0;
            bit_count <= 0;
            rx_sample <= 1'b1;
            rx_last <= 1'b1;
            data_valid <= 1'b0;
        end else begin
            rx_last <= rx;
            if (!rx && rx_last) begin  
                baud_count <= BAUD_VALUE >> 1;  
                bit_count <= 0;
            end else if (baud_count == BAUD_VALUE - 1) begin
                baud_count <= 0;
                rx_sample <= rx;
                if (bit_count > 0 && bit_count < 9) begin
                    rx_shift_reg[bit_count - 1] <= rx_sample;
                end
                if (bit_count == 9) begin
                    data_out <= rx_shift_reg;
                    data_valid <= 1'b1;
                end else begin
                    data_valid <= 1'b0;
                end
                bit_count <= bit_count + 1;
            end else begin
                baud_count <= baud_count + 1;
            end
        end
    end
endmodule
==> flow/run.sh <==
#!/bin/bash
# OpenROAD 26Q1-2900-gdf79404cd8, Yosys 0.63+post, stock flow scripts
make -C /OpenROAD-flow-scripts/flow DESIGN_CONFIG=/design/flow/config.mk WORK_HOME=/design/flow/orfs finish
==> flow/config.mk <==
export PLATFORM = sky130hd
export DESIGN_NAME = uart_rx
export DESIGN_NICKNAME = uart_rx
export VERILOG_FILES = /design/flow/design.v
export SDC_FILE = /design/flow/constraint.sdc
export NUM_CORES = 4
export LEC_CHECK = 1
export CORE_AREA = 10 10 113 113
export DIE_AREA = 0 0 123 123
==> flow/constraint.sdc <==
current_design uart_rx

set clk_period 3.3
set clk_io_pct 0.2

create_clock -name clk0 -period $clk_period [get_ports {clk}]

set non_clock_inputs [all_inputs -no_clocks]
set_input_delay [expr $clk_period * $clk_io_pct] -clock clk0 $non_clock_inputs
set_output_delay [expr $clk_period * $clk_io_pct] -clock clk0 [all_outputs]
==> insert_results.sql <==
-- generated from flow reports
INSERT INTO impl_metrics (metric_group, metric, value, unit) VALUES
('logic_synthesis', 'postSynthCellCount', '208', ''),
('logic_synthesis', 'synthesis.area', '2258', 'µm²'),
('clock_network', 'cts.clk_slew.worst_paths', '0.07', 'ns'),
('placed_design', 'globalplace.congestion', '0.8479', ''),
('logic_synthesis', 'yosys_area', '2258', 'µm²'),
('sta', 'final_period_minus_worst_setup_slack', '3.118', 'ns'),
('placed_design', 'detailed_place.area', '2574', 'µm²'),
('logic_synthesis', 'synth.top_cells.by_area', 'sky130_fd_sc_hd__dfrtp_1 (23%), sky130_fd_sc_hd__edfxtp_1 (21%), sky130_fd_sc_hd__ha_1 (7.2%)', ''),
('logic_synthesis', 'yosysCellCount', '208', ''),
('sta', 'timing.final.max_slew_violations', '0', ''),
('flow_run', 'maxCapViolations', '0', ''),
('die', 'fp-utilization', '21.88', '%'),
('critical_path', 'crit_chain', 'buf_4 -> o21ai_0 -> nor4b_1 -> a31oi_1 -> nand2b_1 -> ha_1 -> or3b_1 -> nor4_4 -> o2111ai_1 -> mux2_1', ''),
('routing', 'drcViolationCount', '0', ''),
('grt', 'grt_pass1_vias', '1423', ''),
('layout', 'postLayoutCellArea', '2655', 'µm²'),
('critical_path', 'critical_path.startpoint_type', 'flop', ''),
('power_and_ir_drop', 'static-leakage-power', '1.001', 'nW'),
('outcome', 'outcome', 'completed', ''),
('flow_run', 'warnings', '30', ''),
('clock_network', 'tritoncts_num_sinks', '39', ''),
('sta', 'maximum_achievable_frequency', '320.7', 'MHz'),
('logic_synthesis', 'yosys.stat.seqShare', '46.87', '%'),
('layout', 'fillers', '1056', ''),
('critical_path', 'worst_path_largest_cell_delay', '0.43', 'ns'),
('clock_network', 'clock_tree_from_tritoncts', 'built', ''),
('logic_synthesis', 'number_of_warnings_printed_during_yosys_synthesis', '1', ''),
('worst_hold_path', 'hold_path_class', 'flop to flop', ''),
('clock_network', 'cts-root-buf', 'sky130_fd_sc_hd__clkbuf_8', ''),
('sta', 'worst_clock_skew', '0.005886', 'ns'),
('routing', 'drt_iter0_markers', '84', ''),
('grt', 'grt_start_max_net_pins', '24', ''),
('critical_path', 'worst_endpoint_required_time', '3.34', 'ns'),
('sta', 'final-hold-violation-count', '0', ''),
('die', 'floorplan.rows', '37', ''),
('routing', 'vias', '1613', ''),
('die', 'die_x', '123', 'µm'),
('routing', 'avgRoutedWirePerCell', '11.62', 'µm'),
('clock_network', 'clk_latency', '0.28', 'ns'),
('layout', 'synthToLayoutAreaGrowth', '17.56', '%'),
('logic_synthesis', 'largest_area_cell', 'sky130_fd_sc_hd__dfrtp_1', ''),
('layout', 'layout.cells.most_common', 'sky130_fd_sc_hd__dfrtp_1', ''),
('layout', 'largest_reg_flops', '16', ''),
('grt', 'antenna_violations_before_repair', '0', ''),
('grt', 'track_usage', '5.557', '%'),
('sta', 'finalSetupViolCount', '0', ''),
('logic_synthesis', 'numSynthFlops', '39', ''),
('critical_path', 'setup.reg_to_reg.worst_slack', '0.18', 'ns'),
('logic_synthesis', 'synth_async_sr_flop_share', '58.97', '%'),
('critical_path', 'critPathKind', 'flop to flop', ''),
('power_and_ir_drop', 'ir_drop', '0.2466', 'mV'),
('sta', 'worst_pin_slew', '0.6562', 'ns'),
('critical_path', 'critical_path.slowest_cell', 'sky130_fd_sc_hd__or3b_1', ''),
('sta', 'max-slew-margin-rel', '56.17', '%'),
('layout', 'lay_top_cells', 'sky130_fd_sc_hd__dfrtp_1 (21), sky130_fd_sc_hd__nor2_1 (20), sky130_fd_sc_hd__edfxtp_1 (16), sky130_fd_sc_hd__nand2_1 (14), sky130_fd_sc_hd__ha_1 (13)', ''),
('sta', 'totalNegativeSetupSlack', '0', 'ns'),
('routing', 'routed_via_density', '4.419', ''),
('sta', 'rsz_0062_raised_after_global_routing', 'false', ''),
('placed_design', 'hpwl_after_detailed_placement', '3104', 'µm'),
('logic_synthesis', 'synth.avg_cell_area', '10.86', 'µm²'),
('layout', 'final_layout_size_suffix_gt1_share', '12.66', '%'),
('logic_synthesis', 'synth_top_flop_cell', 'sky130_fd_sc_hd__dfrtp_1', ''),
('power_and_ir_drop', 'powerDensity', '435.8', 'nW/µm²'),
('critical_path', 'cp.arrival', '3.16', 'ns'),
('clock_network', 'max-clock-path-buffers', '2', ''),
('routing', 'dr.pass1.iters', '4', ''),
('die', 'design.core.area', '10320', 'µm²'),
('clock_network', 'cts-buffers-inserted', '5', ''),
('die', 'die_outline_height', '123', 'µm'),
('sta', 'fin_crit_sh', '94.48', '%'),
('critical_path', 'end_kind', 'flop', '');
==> repair_timing <==
action                     4_1_cts  5_1_grt
hold buffers                     0        0
setup buffers                    0        0
gates resized                    0        0
setup endpoints to repair        0        2
==> final cells by class <==
class	count	area (µm²)	share of cell area, %
Multi-Input combinational cell	151	1122	42.27
Sequential cell	39	1059	39.87
Timing Repair Buffer	21	185.2	6.975
Tap cell	136	170.2	6.409
Clock buffer	7	76.32	2.875
Inverter	10	37.54	1.414
Clock inverter	1	5.005	0.1885
==> metrics by stage <==
step / total power, mW / util, % / setup slack (ns) / cells / hold WS, ns
floorplan: 0.7872 / - / 0.02900 / 208 / 0.4204
global placement: 0.8587 / 24.93 / 0.2117 / 357 / 0.4353
detailed placement: 0.8610 / 24.93 / 0.1704 / 357 / 0.4409
CTS: 1.173 / 25.72 / 0.1563 / 365 / 0.4605
global route: 1.227 / 25.72 / 0.01924 / 365 / 0.4724
finish: 1.157 / 25.72 / 0.1821 / 365 / 0.4571
==> path summary, 6_finish.rpt <==
path | from | to | cells after the start
worst min register to register | rx_shift_reg[4] | data_out[4] | 0
max in group asynchronous | reset | rx_last | 3
worst max register to register | bit_count[0] | rx_shift_reg[3] | 10
worst max-delay path | bit_count[0] | rx_shift_reg[3] | 10
worst min-delay path | rx_shift_reg[4] | data_out[4] | 0
min in group asynchronous | reset | baud_count[13] | 3
==> routing by layer <==
layer  vias to the layer above  wire length, µm  GRT usage (%)
met5                         -                0              0
met4                         0               29         0.6550
met3                         2              243          1.804
met2                        22             1829          8.166
met1                       785             2139          8.148
li1                        804                -              -
==> cell families (layout without fill, tap and decap cells) <==
logic type               after synthesis  in the layout  synth area share, %
AND-OR/OR-AND                         28             28                8.976
multiplexers                           9              9                4.432
buffers and inverters                 18             39                3.435
AND/OR/NAND/NOR                       85             85                21.88
XOR/XNOR                              16             16                7.202
flip-flops                            39             39                46.87
adder cells (fa/ha/maj)               13             13                7.202
==> synth_stat cells, drive strengths merged, types with 7 or more instances <==
cell     instances
o21ai            7
inv             10
nand2           14
nor2            20
mux2             8
ha              13
o2111ai          8
dfrtp           21
edfxtp          16
nor4             9
xnor2           13
==> worst max-delay path, delay by kind of cell, from the launching register on <==
| family | cells | cell delay, ns |
|---|---|---|
| adders and majority gates | 1 | 0.29 |
| buffers and inverters | 1 | 0.17 |
| DFF | 1 | 0.38 |
| and+or+nand+nor | 4 | 1.25 |
| AOI/OAI and AO/OA | 3 | 0.44 |
| muxes | 1 | 0.34 |
==> where the power goes <==
| part | leakage, nW | switching [mW] | internal [mW] |
|---|---|---|---|
| clock network | 0.0422 | 0.157 | 0.148 |
| registers | 0.442 | 0.0531 | 0.548 |
| logic | 0.518 | 0.133 | 0.117 |
Power figures rest on the tool's default switching activity, not on a simulated workload.
