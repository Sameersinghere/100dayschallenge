==> ./design.v <==
module moving_average_filter (
  input wire clk,
  input wire rst,
  input wire [15:0] data_in,  
  output reg [15:0] data_out  
);
  parameter N = 4;
  reg [15:0] shift_reg [0:N-1];
  reg [15:0] sum;
  always @(posedge clk or posedge rst) begin
    if (rst) begin
      for (int i = 0; i < N; i = i + 1) begin
        shift_reg[i] <= 16'b0;
      end
      sum <= 16'b0;
      data_out <= 16'b0;
    end else begin
      for (int i = N-1; i > 0; i = i - 1) begin
        shift_reg[i] <= shift_reg[i-1];
      end
      shift_reg[0] <= data_in;
      sum <= shift_reg[0];
      for (int i = 1; i < N; i = i + 1) begin
        sum <= sum + shift_reg[i];
      end
      data_out <= sum >> $clog2(N);
    end
  end
endmodule
==> ./run.sh <==
#!/bin/bash
# OpenROAD 26Q1-2900-gdf79404cd8, Yosys 0.63+post, stock flow scripts
make -C /OpenROAD-flow-scripts/flow DESIGN_CONFIG=/design/flow/config.mk WORK_HOME=/design/flow/orfs finish
==> ./config.mk <==
export PLATFORM = sky130hd
export DESIGN_NAME = moving_average_filter
export DESIGN_NICKNAME = moving_average_filter
export VERILOG_FILES = /design/flow/design.v
export SDC_FILE = /design/flow/constraint.sdc
export NUM_CORES = 4
export LEC_CHECK = 1
export CORE_UTILIZATION = 30
==> ./constraint.sdc <==
current_design moving_average_filter

set clk_period 8.9
set clk_io_pct 0.2

create_clock -name clk0 -period $clk_period [get_ports {clk}]

set non_clock_inputs [all_inputs -no_clocks]
set_input_delay [expr $clk_period * $clk_io_pct] -clock clk0 $non_clock_inputs
set_output_delay [expr $clk_period * $clk_io_pct] -clock clk0 [all_outputs]
==> results.yml <==
# implementation run metrics
synth:
  netlist_area_um2: 3228
  edf_count: 0
  synth.avg_cell_area_um2: 15.75
  ys.flop_type: "dfrtp_1"
  yosysWarnings: 2
  synthArstFlopShare: 1.000
  synth_cell_types: 42
  syn_inst: 205
  ys.flops: 94
  ys_area_um2: 3228
  yosys_cells: 205
  ys_seq_frac: 0.7287
setup_path:
  cp-end-kind: "primary output"
  r2r_start: "sum[0]$_DFF_PP0_"
  critPathLaunchType: "flop"
  critPathTopFamily: "buffers and inverters"
  critPathBufInv: 1
  worstPathArrival_ps: 1150
  r2r_cells: 7
  path_max_fanout: 1
  cp_data_required_time_ps: 7120
  crit_type: "reg -> out"
  worstPathCellList: "clkdlybuf4s50_1"
  r2r_end: "sum[14]$_DFF_PP0_"
  crit_path_top_delay_cell: "clkdlybuf4s50_1"
  slowest_delay_ps: 460
  rrSetupSlack_ps: 6560
layout:
  final_cells: 384
  area_growth_pct: 19.69
  drive_gt1_frac: 0.09677
  final_cell_mix: "dfrtp_1, clkdlybuf4s50_1, ha_1, clkbuf_8, xor2_1"
  num-fill-cells: 980
  largest_reg_flops: 64
  final_common_cell: "dfrtp_1"
global_routing:
  grtUsageTotal: 0.08660
  grt_max_degree: 62
  grt_pass1_wl_um: 7500
  met3_usage: 0.02145
  grtUsageMet1: 0.1461
  gr-total-overflow: 0
  met2_usage: 0.1172
  antenna_found_initial: 0
  grt_pass1_vias: 1564
  grt-busiest-layer: "met1"
clock_network:
  cts_tree: "done"
  holdBufCountCts: 0
  cts_setup_buffers: 0
  clk_pin_slew_ps: 90
  cts_resized: 0
  htreeDepth: 3
  clock_latency_ps: 360
  cts_buffer_depth: 2
  root_buffer: "clkbuf_8"
  clkSinkCount: 94
  cts_buffers: 9
pwr:
  p_clk_frac: 0.210
  p_sw_mw: 0.3892
  intPower_mw: 0.8250
  ir_worst_vdd_mv: 0.08960
  combPwrFrac: 0.336
  power_frac_seq: 0.454
  power_mw: 1.214
  p_per_area_nw_per_um2: 314.2
  p_sw_frac: 0.3205
  leakagePower_nw: 1.660
timing:
  max_freq_mhz: 341.4
  finalSetupViolations: 0
  finalSetupTns_ps: 0
  min_period_ps: 2929
  maxSlewViolCount: 0
  clock-skew-final_ps: 11.13
  worst-slew-pin-transition_ps: 718.8
  finalClockPeriodUsage: 0.3291
  max-slew-margin-rel: 0.5208
  rsz0062_at_grt: "no"
  hold_violations: 0
drt:
  totalWireLength_um: 4308
  vias: 1614
  vias_per_cell: 4.203
  dr.pass1.iters: 4
  ant_nets: 0
  wl_per_cell_um: 11.22
  insertedDiodeCount: 0
  drc: 0
  drt_first_iter_violations: 72
placed_design:
  dp_cells: 368
  io_buffers: 31
  place.gp.congestion: 0.8105
  dp_hpwl_um: 2837
floorplan:
  core_um2: 10370
  num_io_pins: 34
  dieWidth_um: 105.7
  fp_util: 0.3113
  floorplan.die_area_um2: 11180
  rows: 37
  dieHeight_um: 105.7
outcome:
  status: "finished clean"
min_path:
  worstHoldEndpoint: "shift_reg[2][14]$_DFF_PP0_"
  hold_depth: 0
  min_from: "shift_reg[1][14]$_DFF_PP0_"
  hold_class: "reg -> reg"
flow_run:
  cap_viol_max_count: 0
  warnings: 25
metrics by stage:
step           worst slack, ps  instance area [um2]  hold slack, ps  utilization
2_1_floorplan             4671                 3232           331.2            -
3_5_place_dp              5511                 3681           334.7       0.3550
4_1_cts                   5907                 3864           351.7       0.3726
5_1_grt                   5723                 3864           352.2       0.3726
6_report                  5971                 3864           350.7       0.3726
3_3_place_gp              5548                 3681           332.0       0.3550
how the worst max path moves through the flow:
stage                     start                          to  slack, ps  cells past startpoint
4_1_cts                     rst  shift_reg[1][15]$_DFF_PP0_       5910                      3
6_report  data_out[1]$_DFF_PP0_                 data_out[1]       5970                      1
5_1_grt                     rst  shift_reg[1][15]$_DFF_PP0_       5720                      3
power groups by stage:
stage | clock network, mW | logic, mW | registers [mW]
after CTS | 0.269 | 0.408 | 0.553
after global routing | 0.288 | 0.454 | 0.562
final | 0.255 | 0.408 | 0.551
layer usage:
| layer | routed length [um] | vias up |
|---|---|---|
| li1 | - | 789 |
| met3 | 188 | 8 |
| met4 | 115 | 0 |
| met5 | 0 | - |
| met2 | 1847 | 40 |
| met1 | 2156 | 777 |
cell type report:
cell class	count	area [um2]	area share
clock buffers	9	123.9	0.03206
flip-flops and latches	94	2352	0.6088
multi-input cells	99	813.3	0.2105
clock inverters	7	58.81	0.01522
inverters	7	27.53	0.007124
well taps	136	170.2	0.04404
repair buffers	32	317.8	0.08225
kinds of logic (layout without fill, tap and decap cells):
group	count (synthesis)	in the layout	share of synthesized area
adders and majority gates	16	16	0.06434
other	1	2	0.001162
DFF	94	94	0.7287
xor gates and xnor gates	12	12	0.03256
AOI/OAI and AO/OA	35	35	0.09380
and+or+nand+nor	34	34	0.05891
buffers and inverters	13	55	0.02054
synth_stat cells, types with 2 or more instances:
cell type / instances / area share
a211oi_2: 2 / 0.0078
a21o_1: 2 / 0.0046
a21oi_1: 6 / 0.0093
a21oi_4: 2 / 0.010
a221oi_1: 2 / 0.0054
and3_1: 2 / 0.0039
buf_2: 2 / 0.0031
buf_4: 2 / 0.0046
dfrtp_1: 94 / 0.73
ha_1: 15 / 0.058
inv_1: 7 / 0.0081
nand2_1: 5 / 0.0058
nand2b_1: 2 / 0.0039
nand3_1: 3 / 0.0046
nand4_1: 2 / 0.0039
nor2_1: 4 / 0.0046
nor2b_1: 2 / 0.0039
nor3_1: 6 / 0.0093
nor4_1: 2 / 0.0039
o211ai_1: 2 / 0.0046
o21a_1: 2 / 0.0046
o21ai_0: 4 / 0.0062
o21ai_1: 3 / 0.0046
o311ai_1: 3 / 0.0081
or4b_1: 2 / 0.0062
xnor2_1: 5 / 0.014
xor2_1: 7 / 0.019
Power and IR drop assume default switching activity.
