==> design/flow/design.v <==
module sram_memory_controller (
  input wire clk,
  input wire rst_n,
  input wire [7:0] data_in,
  input wire [9:0] address,
  input wire write_enable,
  input wire read_enable,
  output reg [7:0] data_out
);
  reg [7:0] memory [0:1023];  
  always @(posedge clk or negedge rst_n) begin
    if (~rst_n) begin
      data_out <= 8'b0;
    end else begin
      if (read_enable) begin
        data_out <= memory[address];
      end else if (write_enable) begin
        memory[address] <= data_in;
      end
    end
  end
endmodule
==> design/flow/run.sh <==
#!/bin/bash
# OpenROAD 26Q1-2900-gdf79404cd8, Yosys 0.63+post, stock flow scripts
make -C /OpenROAD-flow-scripts/flow DESIGN_CONFIG=/design/flow/config.mk WORK_HOME=/design/flow/orfs finish
==> design/flow/config.mk <==
export PLATFORM = sky130hd
export DESIGN_NAME = sram_memory_controller
export DESIGN_NICKNAME = sram_memory_controller
export VERILOG_FILES = /design/flow/design.v
export SDC_FILE = /design/flow/constraint.sdc
export NUM_CORES = 4
export LEC_CHECK = 1
export CORE_UTILIZATION = 30
==> design/flow/constraint.sdc <==
current_design sram_memory_controller

set clk_period 2.9
set clk_io_pct 0.2

create_clock -name clk0 -period $clk_period [get_ports {clk}]

set non_clock_inputs [all_inputs -no_clocks]
set_input_delay [expr $clk_period * $clk_io_pct] -clock clk0 $non_clock_inputs
set_output_delay [expr $clk_period * $clk_io_pct] -clock clk0 [all_outputs]
==> flow_metrics.env <==
# source this file to load flow results
export IMPL_grt_antenna_before_repair=588
export IMPL_largest_area_cell="edfxtp_1"
export IMPL_dr_pass1_iters=8
export IMPL_worst_slew_pin_slew_ps=1730
export IMPL_yosysWarningCount=2
export IMPL_report_final_slew_viol_count=24
export IMPL_clockBufferDepth=5
export IMPL_h_tree_depth=6
export IMPL_post_route_period_util_pct=185
export IMPL_tritoncts="yes"
export IMPL_numCtsBuffers=932
export IMPL_seq_power_share_pct=48.2
export IMPL_yosys_top_cells_count="edfxtp_1 (8192), a22oi_1 (2126), nor3_1 (966), nor2_1 (911), nand4_1 (742)"
export IMPL_p_per_area_nw_per_um2=585
export IMPL_yosysMostFrequentCell="edfxtp_1"
export IMPL_cpPeakStageDelay_ps=1030
export IMPL_status="complete, but fails checks"
export IMPL_fin_cells=41800
export IMPL_cap_viol_max_count=7
export IMPL_portBuffers=29
export IMPL_ys_cells=18400
export IMPL_ir_drop_mv=0.621
export IMPL_setup_slack_ps=-2470
export IMPL_drt_iter0_markers=34200
export IMPL_syn_area_um2=310000
export IMPL_rsz0062_at_grt="true"
export IMPL_grt_ovfl_total=0
export IMPL_dp_hpwl_um=2410000
export IMPL_wl_per_cell_um=74.0
export IMPL_slew_headroom_pct=-15.4
export IMPL_grt_pass1_vias=268000
export IMPL_grt_max_degree=109
export IMPL_synth_cells=18400
export IMPL_io_pins=30
export IMPL_drc=0
export IMPL_top_cell_area_share_pct=79.3
export IMPL_p_clk_share_pct=45.8
export IMPL_power_internal_w=0.204
export IMPL_path_clk_slew_ps=60
export IMPL_die_area_um2=1040000
export IMPL_drive_above_1_share_pct=42.5
export IMPL_vias_per_cell=6.80
export IMPL_pwr_share_comb_pct=6.0
export IMPL_crit_slowest_cell="nand4_1"
export IMPL_crit_path_end_kind="register"
export IMPL_startpoint_type="register"
export IMPL_hp_class="input pin to asynchronous set/reset pin"
export IMPL_crit_start="memory[909][5]$_DFFE_PP_"
export IMPL_yosys_area_um2=310000
export IMPL_cts_sinks=8200
export IMPL_cpLargestDelayFamily="simple AND/OR/NAND/NOR gates"
export IMPL_rows=373
export IMPL_worstPathCellList="a22oi_2, buf_4, o32ai_4, or4_4, nor4_4, buf_4, nand4_1, buf_6, or4b_4, nor4_4, buf_4, o22ai_1"
export IMPL_switching_power_w=0.0670
export IMPL_rr_startpoint="memory[909][5]$_DFFE_PP_"
export IMPL_cts_root_buf="clkbuf_16"
export IMPL_synth_distinct_cells=82
export IMPL_utilization_pct=44.9
export IMPL_finClkSkew_ps=93.5
export IMPL_swShare_pct=24.7
export IMPL_edf_count=8192
export IMPL_power_leakage_nw=157
export IMPL_grt_total_usage_pct=63.4
export IMPL_warnings=42
export IMPL_core_area_um2=1030000
export IMPL_setup_violations=333
export IMPL_cp_required_ps=4030
export IMPL_ys_seq_share_pct=79.4
export IMPL_via_count=284000
export IMPL_fp_utilization_pct=30.1
export IMPL_cpMostUsedCell="buf_4"
export IMPL_ant_nets=0
export IMPL_die_y_um=1020
export IMPL_flop_cell="edfxtp_1"
export IMPL_topCellsByArea="edfxtp_1 (79%), a22oi_1 (5.1%), a32oi_1 (1.8%), nor3_1 (1.6%), nand4_1 (1.5%)"
export IMPL_grt_pass1_wl_um=3690000
export IMPL_gp_congestion=1.22
export IMPL_die_w_um=1020
export IMPL_clk_latency_ps=1340
export IMPL_synth_avg_cell_area_um2=16.9
export IMPL_criticalPathCategory="register to register"
export IMPL_area_growth_pct=49.4
export IMPL_fin_crit_ps=5370
export IMPL_fmax_mhz=186
export IMPL_place_inst=38700
export IMPL_path_buffers=4
export IMPL_hold_viol_final=0
export IMPL_drt_total_wl_um=3090000
export IMPL_violations="capacitance limit, slew limit, setup timing"
export IMPL_ys_flops=8200
export IMPL_cp_arrival_ps=6500
export IMPL_async_reset_ff_share_pct=0.0976
export IMPL_critPathMaxFanout=1
-- metal layers --
metal | wire, um | share of wire [%] | GRT usage, %
met5 | 50500 | 1.6 | 45.7
met3 | 682000 | 22 | 63.0
met1 | 870000 | 28 | 60.1
met4 | 356000 | 12 | 53.8
met2 | 1140000 | 37 | 72.9
-- cells by family (layout without fill, tap and decap cells) --
| group | Yosys count | in the layout | share of synthesized area, % |
|---|---|---|---|
| flip-flops | 8200 | 8200 | 79.4 |
| multiplexers | 29 | 29 | 0.0956 |
| buffers and inverters | 1281 | 10000 | 1.69 |
| AND-OR/OR-AND | 4635 | 4635 | 11.7 |
| other | 0 | 1031 | 0 |
| AND/OR/NAND/NOR | 4205 | 4205 | 7.15 |
-- worst paths after layout --
kind                                             to  slack [ps]  cells past startpoint
setup / recovery            data_out[5]$_DFFE_PN0P_       -2470                     12
hold / removal              data_out[6]$_DFFE_PN0P_          20                      4
setup reg to reg            data_out[5]$_DFFE_PN0P_       -2470                     12
hold reg to reg             data_out[6]$_DFFE_PN0P_         540                      2
max in group asynchronous   data_out[7]$_DFFE_PN0P_        2450                      5
min in group clk0          memory[705][3]$_DFFE_PP_         240                      2
-- power by group through the flow --
stage	combinational, W	clock [W]	sequential [W]
finish	0.0164	0.124	0.130
CTS	0.0148	0.123	0.130
global route	0.0154	0.127	0.130
-- state kept, by name, summed over array words and instances (netlist names) --
signal / flops
data_out: 8
memory: 8192
-- what timing repair did --
action	4_1_cts	5_1_grt
hold endpoints to repair	120	0
gates resized	611	278
buffers inserted	149	162
pin swaps	149	124
hold buffers	8	0
cloned	3	4
setup endpoints to repair	682	178
-- cell type report --
cell class                      instances  area (um2)
Tap cell                            13700       17100
Timing Repair Buffer                 8255       94600
Multi-Input combinational cell       8869       71900
Clock buffer                         1123       24200
Fill cell                           88500      568000
Inverter                               10        41.3
Sequential cell                      8200      246000
Antenna cell                         1031        2580
Clock inverter                        613        6690
-- metrics by stage --
stage | hold slack (ps) | area (um2) | setup WS (ps) | total power [W] | TNS (ps)
after floorplan | 284 | 317000 | -454 | 0.135 | -2592640
after global placement | 558 | 422000 | -5770 | 0.147 | -7330020
after detailed placement | 553 | 422000 | -4570 | 0.147 | -7182590
after CTS | 164 | 458000 | -1440 | 0.268 | -14590
after global routing | 104 | 462000 | -2110 | 0.273 | -11970
final | 24.0 | 463000 | -2470 | 0.271 | -35090
-- placed cells by master, fill, tap and decap left out, types with 169 or more instances in the layout --
cell type,netlist,routed
a21oi_1,251,238
a22o_1,438,426
a22oi_1,2126,2033
a32oi_1,621,594
buf_12,0,2459
buf_4,13,5525
buf_6,8,169
clkbuf_1,680,177
clkbuf_16,0,943
clkinv_1,0,208
clkinv_2,0,188
diode_2,0,1031
edfxtp_1,8192,8192
nand2_1,410,315
nand3_1,432,417
nand4_1,742,742
nor2_1,911,323
nor2_2,0,169
nor2_4,0,419
nor3_1,966,292
nor3_2,0,454
nor3_4,0,220
o22ai_1,265,249
-- tightest hold or removal path, cell delays in order --
cell and delay (ps):
clkdlybuf4s50_1 450, buf_4 130, dlymetal6s4s_1 290, buf_4 200
No activity file was given, so power comes from the tool's default toggle rates.
